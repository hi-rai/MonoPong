## run.sh

```bash
#!/bin/bash
# OpenROAD 26Q1-2900-gdf79404cd8, Yosys 0.63+post, stock flow scripts
make -C /OpenROAD-flow-scripts/flow DESIGN_CONFIG=/design/flow/config.mk WORK_HOME=/design/flow/orfs finish
```

## config.mk

```make
export PLATFORM = sky130hd
export DESIGN_NAME = Mono_Pong
export DESIGN_NICKNAME = Mono_Pong
export VERILOG_FILES = /design/flow/design.v
export SDC_FILE = /design/flow/constraint.sdc
export NUM_CORES = 4
export LEC_CHECK = 1
export CORE_UTILIZATION = 30
```

## constraint.sdc

```tcl
current_design Mono_Pong

set clk_period 6.3
set clk_io_pct 0.2

create_clock -name clk0 -period $clk_period [get_ports {clk}]

set non_clock_inputs [all_inputs -no_clocks]
set_input_delay [expr $clk_period * $clk_io_pct] -clock clk0 $non_clock_inputs
set_output_delay [expr $clk_period * $clk_io_pct] -clock clk0 [all_outputs]
```

## design.v

```verilog
module Mono_Pong(input clk, input start, input stop, input push_1, input push_2, 
					output [13:0] disp_score, output reg LED_r, output reg LED_g, 
					output reg [9:0] LED, output [6:0] disp_level, output [1:0] blue,
					output [3:0] zybo_LED);
	reg [7:0] score;	 
	reg dir;			 
	wire clock;			 
	reg [3:0] level;	 
	wire push;			 
	clock_generator gen(clk,level,dir,push_1,push_2,clock,push);
	hex_to_sev_seg 	sev_seg_LSB(score[3:0],disp_score[6:0]);
	hex_to_sev_seg 	sev_seg_MSB(score[7:4],disp_score[13:7]);
	hex_to_sev_seg 	sev_seg_level(level[3:0],disp_level[6:0]);
	assign blue[1] = push_2;		 
	assign blue[0] = push_1;		 
	assign zybo_LED[3] = stop;		 
	assign zybo_LED[2] = start;		 
	assign zybo_LED[1] = push;		 
	assign zybo_LED[0] = push;		 
	initial 
		begin
			LED_r <= 1'b1;
			LED_g <= 1'b0;
			score <= 8'd0;
			dir <= 1'b0;
			level <= 4'b0;
			LED <= 10'b0;
		end
	always @(posedge clock)
		begin
			if(level==4'd0) 
				begin
					if(start==1'b1)
						begin
							LED_r <= 1'b0;
							LED_g <= 1'b1;
							level <= 4'd1;
							LED <= 10'b0000010000;
							score <= 8'd0;
							dir <= 1'b0;
						end
					else
						begin
							LED <= 10'b0000000000;
							LED_r <= 1'b1;
							LED_g <= 1'b0;
						end
				end
			else
				begin
					if(stop==1'b1)
						begin
							level <= 4'd0;
						end
					else
						begin
							if(dir==1'b0)
								begin
									LED <= LED<<1;
									if(LED == 10'b0100000000)
										dir <= 1'b1;
									if(LED == 10'b0000000001)
										begin
											if(push == 1'b1)
												begin
													if(score[3:0]==4'b1001)
														begin
 															score[7:4] <= score[7:4]+4'b1;
															score[3:0] <= 4'b0;
															if(level != 4'b1111)
																level <= level+4'b1;
														end
													else
														score <= score+8'b1;
												end
											else
												level <= 4'b0;
										end
								end
							if(dir==1'b1)
								begin
									LED <= LED>>1;
									if(LED == 10'b0000000010)
										dir <= 1'b0;
									if(LED == 10'b1000000000)
										begin
											if(push == 1'b1)
												score <= score+8'b1;
											else
												level <= 4'b0;
										end
								end	
						end
				end
		end
endmodule
module clock_generator(input ck, input [3:0] level, input drctn, input push_a, input push_b,
						output reg clck, output reg push);
	reg [30:0] tot;			 
	reg [30:0] count;		 
	reg [3:0] push_count;	 
	reg [3:0] prev_level;	 
	reg check_cont_push;	 
	initial 
		begin
			tot <= 31'd0;
			count <= 31'd0;
			clck <= 1'b0;
			push <= 1'b0;
			prev_level <= 4'd0;
			push_count <= 4'd0;
			check_cont_push <= 1'b0;
		end		
	always @(posedge ck)
		begin
			if(level != prev_level)
				begin
					prev_level <= level;
					if(level == 4'd0)
						begin
							tot <= 31'd0;
						end
					else
						begin	
							if(level == 4'd1)
								begin
									tot <= 31'd25000000;	
									push_count <= 4'd5;		 
									push <= 1'd0;
								end
							else	
								tot <= tot-31'd1562500;
						end
				end
			else
				begin
					if(count>=tot)
						begin
							clck <= ~clck;
							count <= 31'd0;
							push <= 1'b0;
							if(clck==0)
								begin
									if(push_count==4'd9)
										begin
										   push_count <= 4'd1;
										end
									else
										begin
										   push_count <= push_count+4'd1;
										end
								end
						end
					else
						begin
							count <= count+31'd1;
							if((push_count==4'd1) && (check_cont_push==1'b0) && (((drctn==1'b1) && 
										(push_a==1'b1)) || ((drctn==1'b0) && (push_b==1'b1))))
								push <= 1'b1;
						end
				end
		end
	always @(push_count)
		begin
			if(push_count!=4'd1)
			    begin
			        if(((push_count == 4'd9) && (drctn==1'b0) && (push_a==1'b1)) 
							|| ((push_count == 4'd9) && (drctn==1'b1) && (push_b==1'b1)))
				        check_cont_push <= 1'b1;
			        else
						check_cont_push <= 1'b0;
		        end
		end
endmodule
module hex_to_sev_seg(input [3:0] out, output [6:0] disp); 
	assign disp[0] = (~out[2] & ~out[0]) | (~out[3] & out[1]) | (~out[3] & out[2] & out[0]) 
						| (out[2] & out[1])	| (out[3] & ~out[2] & ~out[1]) | (out[3] & ~out[0]);
	assign disp[1] = (out[0] & (out[3] ^ out[1])) | (~out[2] & ~out[0]) | (~out[2] & ~out[3])
						| (~out[3] & ~out[1] & ~out[0]);
    assign disp[2] = ~(out[3] | out[1]) | (~(out[3] & out[1]) & out[0]) | (out[3] ^ out[2]);
    assign disp[3] = (~out[3] & ~out[2] & ~out[0]) | (~out[2] & out[1] & out[0])
						| (out[2] & ~out[1] & out[0]) | (out[2] & out[1] & ~out[0]) 
						| (out[3] & ~out[1] & ~out[0]);
    assign disp[4] = (~out[0] & (~out[2] | out[1])) | (out[3] & (out[1] | out[2]));     
    assign disp[5] = (~out[3] & out[2] & ~out[1])  | (~out[1] & ~out[0])  | (out[2] & ~out[0])
						| (out[3] & ~out[2])  | (out[3] & out[1]);
    assign disp[6] = (~out[2] & out[1])  | (out[1] & ~out[0])  | (out[3] & ~out[2])  
						| (out[3] &out[0])	| (~out[3] & out[2] & ~out[1]);
endmodule
```

==> out/summary.txt <==
Warnings, synthesis -> 2
dpl cells -> 1,001
Design Area, Final -> 7790 um^2
H-tree depth -> 3
non-filler cells, final -> 1,017
Final Skew -> 6.32 ps
Avg Cell Area, Syn -> 9.72 um^2
Mapped Cells -> 699
Remaining DRCs -> 0
Switching Fraction -> 18.2%
sw power -> 0.189 mW
CTS tree -> built
yosys cell count -> 699
Clk pin slew, worst setup/hold paths -> 60 ps
largest net degree at the start of global routing -> 43
worst setup slack after layout -> 2650 ps
first-pass GRT wire length -> 23,600 um
crit start category -> input port
Top cells excl fill/tap -> edfxtp_1 (95), nor2_1 (94), ha_1 (68)
worst skew pair latency -> 330 ps
Detailed Routing Iterations Pass 1 -> 25
Crit. End Element -> primary output
I/O Buffers -> 43
critical path's slowest cell -> clkdlybuf4s50_1
Tool Warnings -> 52
sequential share of power -> 48.6%
Root Driver -> clkbuf_16
PnR Total Power -> 1.04 mW
endpoints failing setup -> 0
Logic pwr share -> 0.9%
WP buf/inv -> 2
hpwl dp -> 9970 um
crit share post-route -> 58.0%
grt total ovfl -> 0
Post-CTS Setup Bufs -> 0
Antenna diodes -> 0
floorplan core density -> 30.9%
CP Class -> input port to primary output
number of flops mapped to enable cells by yosys -> 95
critical-path maximum fanout -> 6
post-place setup slack -> 2650 ps
Max Cap Violations -> 0
power share of the clock group -> 50.5%
Max VDD drop -> 0.121 mV
area of the mapped netlist -> 6800 um^2
mean routed wirelength per cell -> 13.6 um
via count -> 5,001
Critical Path AT -> 2390 ps
CTS Buffer Depth -> 2
Rel. slew slack -> 46.4%
Yosys chip area -> 6800 um^2
Vias per Instance -> 4.92
Tightest Pin Transition -> 804 ps
FFs w/ async S/R, synth -> 0%
GRT Resource Usage Total -> 12.6%
status -> completed
cts hold-fix bufs -> 0
Num CTS Buffers -> 9
cell row count -> 54
Worst Path Required -> 5040 ps
Area Overhead vs Synth -> 14.7%
Max Freq -> 0.274 GHz
Setup TNS Final -> 0 ps
layout cells sized above 1 -> 5.29%
Final min period -> 3650 ps
CTS resizes -> 0
Crit path max-delay family -> buffers and inverters
top_reg_cell synth -> edfxtp_1
vias in the first global route -> 4,677
area post-placement -> 7490 um^2
count of unclocked register or latch pins -> 26
fin. max-slew vios -> 0
Core ar. -> 22,000 um^2
worst hold slack -> 626 ps
gpl congestion -> 0.863
distinct lib cells -> 63
initial DRC count -> 213
initial antenna violation count -> 0
internal power -> 0.853 mW
worst hold path type -> flip-flop to flip-flop
Util after Layout -> 35.4%
WL final -> 13,800 um
Chip Area -> 23,300 um^2
Synthesized registers -> 96
largest stage delay on the critical path -> 620 ps
RSZ-0062 raised after global routing -> no
crit path cell chain -> clkdlybuf4s50_1 -> clkdlybuf4s50_1
post-route ant nets -> 0
I/O pin count -> 44
LEAKAGE -> 2.89 nW
most numerous logic cell after layout -> edfxtp_1
chip height -> 153 um
CP dominant cell by count -> clkdlybuf4s50_1
Pwr Density -> 134 nW/um^2
Hold Vio Cnt, Final -> 0
endpoints left unconstrained -> 88
Die X -> 153 um
## sequential cells by signal, indices dropped and copies added, names as in the netlist
register,flops
gen.count,31
gen.tot,29
LED,10
score,8
gen.prev_level,4
gen.push_count,4
level,4
LED_g,1
LED_r,1
dir,1
gen.check_cont_push,1
gen.clck,1
gen.push,1
## synthesized netlist by cell type (all sizes together) (2+ instances only)
master,n,area (um^2)
a2111oi,3,51.3
a211oi,4,30.0
a21oi,56,280
a221oi,4,35.0
a22oi,2,15.0
a31o,2,17.5
a31oi,4,25.0
and2,5,31.3
and3,9,56.3
and4,3,26.3
buf,12,70.1
clkbuf,13,48.8
edfxtp,95,2850
ha,68,851
inv,57,214
mux2i,12,120
nand2,41,156
nand2b,4,25.0
nand3,26,130
nand3b,4,30.0
nand4,15,93.8
nor2,96,375
nor3,13,65.1
nor3b,3,22.5
nor4,10,75.1
nor4b,2,30.0
o211ai,5,37.5
o21a,7,52.6
o21ai,22,110
o22ai,4,25.0
o31ai,5,37.5
or2,6,37.5
or3,3,18.8
or4,7,63.8
xnor2,50,438
xor2,10,87.6
## power groups by stage
| stage | logic (mW) | clock network, mW | registers, mW |
|---|---|---|---|
| after CTS | 0.00975 | 0.536 | 0.506 |
| after global routing | 0.0104 | 0.551 | 0.506 |
| final | 0.00947 | 0.527 | 0.506 |
## cells by family (layout without fill, tap and decap cells)
logic type,after synthesis,in the layout,synth area share [%]
xor gates and xnor gates,60,60,7.73
muxes,13,13,1.93
and+or+nand+nor,250,250,18.6
adders and majority gates,68,68,12.5
latches,1,1,0.221
buffers and inverters,83,121,4.95
AOI/OAI and AO/OA,129,129,12.1
DFF,95,95,42.0
## worst paths after layout
path | start | end | slack, ps | cells after the start
hold / removal | gen.push_count[0] | gen.push_count[0] | 630 | 1
hold reg to reg | gen.push_count[0] | gen.push_count[0] | 630 | 1
setup / recovery | stop | zybo_LED[3] | 2650 | 2
setup reg to reg | gen.tot[13] | gen.push_count[1] | 3320 | 8
## metal layers
metal | wire length (um) | vias up | global-route usage (%)
met3 | 501 | 8 | 1.33
li1 | - | 2584 | -
met4 | 121 | 0 | 1.15
met1 | 6770 | 2316 | 20.1
met5 | 0 | - | 0
met2 | 6400 | 93 | 19.9
## layout make-up
type                       count  area [um^2]
multi-input combinational    520         3590
tap                          280          350
inverter                      58          218
clock inverter                 6         76.3
fill                        2187        14200
sequential                    96         2870
timing repair buffer          47          460
clock buffer                  10          229
No activity file was given, so power comes from the tool's default toggle rates.
